**flow/config.mk**
```make
export PLATFORM = sky130hd
export DESIGN_NAME = IDEX
export DESIGN_NICKNAME = IDEX
export VERILOG_FILES = /design/flow/design.v
export SDC_FILE = /design/flow/constraint.sdc
export NUM_CORES = 4
export LEC_CHECK = 1
export CORE_UTILIZATION = 40
```
**flow/constraint.sdc**
```tcl
current_design IDEX

set clk_period 1.0
set clk_io_pct 0.2

create_clock -name clk0 -period $clk_period [get_ports {clk}]

set non_clock_inputs [all_inputs -no_clocks]
set_input_delay [expr $clk_period * $clk_io_pct] -clock clk0 $non_clock_inputs
set_output_delay [expr $clk_period * $clk_io_pct] -clock clk0 [all_outputs]
```
**flow/design.v**
```verilog
`timescale 1ns/1ps
module IDEX (
    input clk,
    input [31:0] NPC1in,
    output reg [31:0] NPC1out,
    input [31:0] Rsin,
    input [31:0] Rtin,
    input [31:0] Imm32in,
    input [31:0] IRin,
    output reg [31:0] Rsout,
    output reg [31:0] Rtout,
    output reg [31:0] Imm32out,
    output reg [31:0] IRout
);
    reg [31:0] NPC1;
    reg [31:0] Rs;
    reg [31:0] Rt;
    reg [31:0] Imm32;
    reg [31:0] IR;
    always @(posedge clk ) begin
        NPC1 <= NPC1in;
        NPC1out <= NPC1;
        Rs <= Rsin;
        Rsout <= Rs;
        Rt <= Rtin;
        Rtout <= Rt;
        Imm32 <= Imm32in;
        Imm32out <= Imm32;
        IR <= IRin;
        IRout <= IR;
    end
endmodule
```
**flow/run.sh**
```bash
#!/bin/bash
# OpenROAD 26Q1-2900-gdf79404cd8, Yosys 0.63+post, stock flow scripts
make -C /OpenROAD-flow-scripts/flow DESIGN_CONFIG=/design/flow/config.mk WORK_HOME=/design/flow/orfs finish
```
==> deck_impl_summary.md <==
Synthesis and Place & Route Summary

Worst setup path
  • FF-to-FF setup slack: 0.59 ns
  • Worst r2r path cells: 0
  • Crit path DRT: approximately 0.80 ns
  • CP endpoint kind: output port
  • CP peak stage delay: ~0.32 ns
  • CP Max Fanout: 1
  • Worst path depth: 1
  • Critical path origin: Imm32out[16]
  • Worst Setup EP: Imm32out[16]
  • CP Launch Type: flop
  • Path type of the worst setup path: reg2out
  • Buf/Inv on CP: 1
  • R2R Path Start: NPC1[28]
  • Worst reg2reg path endpoint: NPC1out[28]
  • Crit-path cells: buf_2
  • Slowest-stage cell, CP: dfxtp_2
  • Critical Path AT: approximately 0.96 ns
  • Largest delay share family, worst path: flip-flops

Routing
  • Avg Vias per Cell: a little under 4
  • Iter 0 DRT Violations: 73
  • Antenna cells: 0
  • Vias: ~3500
  • Pre-antenna DRT Iters: 5
  • Antenna Violating Nets Remaining: 0
  • DRC viols: 0
  • Routed WL per cell: approximately 15 um
  • Routed WL: 13900 um

Yosys
  • Yosys cell types: 1
  • Cell taking the most area after synthesis: dfxtp_1
  • Ys cells: approximately 320
  • Cell Area, Synth: approximately 0.0064 mm^2
  • Flops & latches, synth: 320
  • Synth top area share: 1.00
  • Synth top area cells: dfxtp_1 (100%)
  • Synth Seq Share: 1.00
  • YS warnings: 1
  • Mean Syn Cell Area: roughly 20 um^2
  • Gate Count Post-Synth: 320
  • Yosys chip area: about 0.0064 mm^2

Cells and area
  • Most frequent logic cell in the layout: dfxtp_1
  • Ratio of cells with drive above 1 in the final layout: 0.362
  • Comb area: 0 um^2
  • Finished Layout Cells: 904
  • Fill cell count: around 1200
  • Synthesis-to-finish area growth: 59.0%
  • Mi-comb count: 0
  • Sequential cell area: roughly 0.0065 mm^2
  • Post-layout util: 0.660
  • Most frequent cells in the layout: dfxtp_1 (278), clkdlybuf4s50_1 (160), buf_2 (152), dfxtp_2 (42), clkbuf_16 (29)

Clock tree
  • CTS tree: built
  • CTS clk-pin slew, worst paths: around 0.06 ns
  • Clock latency (worst-skew pair): approximately 0.53 ns
  • Num CTS Buffers: 29
  • Clock Tree Buf Depth: 3
  • Hold Buf Count CTS: 0
  • H-tree levels: 1
  • Post-CTS Setup Repair Bufs: 0
  • TritonCTS Sinks: 320
  • Clk root buf: clkbuf_16

Global route
  • Pin count of the biggest net entering global routing: 16
  • Number of global-route vias before repair: approximately 3400
  • Total GRT Usage: 0.172
  • Initial antenna violation count: 0
  • Total grt overflow: 0
  • First-pass GRT wire length: roughly 20000 um

STA
  • Min cycle time layout: 1.16 ns
  • Hold Vio Cnt, Final: 0
  • Least-Margin Pin Slew: 0.173 ns
  • Fin crit share: 1.16
  • Highest Clock Rate: ~0.86 GHz
  • Clk_skew: 0.0109 ns
  • Final Setup Violations: between 150 and 200
  • Rel. slew slack: 0.885
  • Setup_tns: -20.96 ns
  • Final hold slack: ~0.11 ns
  • RSZ-0062 raised after global routing: true
  • Worst Slack Setup Final: -0.158 ns
  • Max Transition Viols Final: 0

Worst hold path
  • Hold path cells: 1
  • Worst Hold Class: in2reg

Status
  • Failing checks: negative setup slack
  • Status: complete, but fails checks

Power and ir drop
  • Cell leakage power: approximately 4.5 nW
  • Internal Power: between 0.02 and 0.025 W
  • Pwr Density: about 2500 mW/mm^2
  • Comb pwr share: 0.036
  • Power, Total: between 0.02 and 0.03 W
  • Switch share: 0.183
  • Sequential Power Share: 0.525
  • Clock power share: 0.439
  • Psw: 0.00473 W
  • VDD IR-drop max: roughly 1.9 mV

Floorplan
  • Placeable Area: about 0.015 mm^2
  • Die area: ~0.017 mm^2
  • Cell Rows: around 45
  • Initial Util: 0.415
  • Die X: between 100 and 150 um
  • Die Ht: approximately 130 um
  • I/O pins: between 300 and 400

Placed design
  • Placed Cells: approximately 850
  • Dpl hpwl: 9680 um
  • IO buf count: about 320
  • GPL Wtd Cong: a little under 0.8

Job
  • Max Cap Viol: 0
  • Tool warnings: 27
## per-stage QoR
stage	instance area [um^2]	worst slack [ns]
after floorplan	6410	0.538
after global placement	9870	-0.0604
after detailed placement	9870	-0.0497
after CTS	10100	-0.190
after global routing	10200	-0.200
final	10200	-0.158
## synth_stat cells
cell,n
dfxtp_1,320
## power groups by stage
stage	Combinational (W)	Clock, W	Sequential, W
after global routing	0.00100	0.0122	0.0137
final	0.000931	0.0114	0.0136
after CTS	0.000941	0.0116	0.0136
## worst min-delay path by stage
| stage | endpoint | from | slack (ns) |
|---|---|---|---|
| 6_report | Rt[15] | Rtin[15] | 0.11 |
| 5_1_grt | Rs[28] | Rsin[28] | 0.08 |
| 4_1_cts | Rs[28] | Rsin[28] | 0.08 |
## repair_timing
| item | 4_1_cts | 5_1_grt |
|---|---|---|
| gates resized | 560 | 13 |
| endpoints found under the setup margin | 160 | 160 |
| gates cloned | 0 | 0 |
## logic make-up (layout without fill, tap and decap cells)
kind of cell	count (synthesis)	after routing	synth area share
flip-flops	320	320	1.00
buffers and inverters	0	373	0
## layout make-up
type                  count  share of cell area
clock inverter           19              0.0249
sequential              320               0.634
tap                     211              0.0259
timing repair buffer    320               0.241
clock buffer             34              0.0741
## layer usage
layer,global-route usage,vias to the layer above,share of wire
met1,0.200,1562,0.35
met5,0,-,0
met4,0.0443,0,0.027
li1,-,1693,-
met3,0.0877,34,0.14
met2,0.285,210,0.49
Power and IR drop assume default switching activity.
