File: flow/design.v
`timescale 1ns/1ps
module ALU (
    input [31:0] a,
    input [31:0] b,
    output reg [31:0] out,
    input [2:0] mod,
    output reg zero,
    output reg overflow
);
    always @(*) begin
        out = 0;
        case(mod)
            3'b000: 
                out = a & b;
            3'b001: 
                out = a | b;
            3'b100: begin
                out = a + b;
                overflow = (a[31] == b[31] && out[31] != a[31]) ? 1 : 0;
            end
            3'b101:
                out = a + b;
            3'b110: begin
                out = a - b;
                overflow = (a[31] != b[31] && out[31] == b[31]) ? 1 : 0;
            end
            3'b011:
                out = ~ (a | b);
            3'b010:
                out = (a < b) ? 1 : 0;
        endcase
        zero = (out == 0) ? 1 : 0;
    end
endmodule
File: flow/config.mk
export PLATFORM = sky130hd
export DESIGN_NAME = ALU
export DESIGN_NICKNAME = ALU
export VERILOG_FILES = /design/flow/design.v
export SDC_FILE = /design/flow/constraint.sdc
export NUM_CORES = 4
export LEC_CHECK = 1
export CORE_UTILIZATION = 40
File: flow/run.sh
#!/bin/bash
# OpenROAD 26Q1-2900-gdf79404cd8, Yosys 0.63+post, stock flow scripts
make -C /OpenROAD-flow-scripts/flow DESIGN_CONFIG=/design/flow/config.mk WORK_HOME=/design/flow/orfs finish
File: flow/constraint.sdc
current_design ALU

set clk_period 26.8
set clk_io_pct 0.2

create_clock -name clk0 -period $clk_period

set non_clock_inputs [all_inputs -no_clocks]
set_input_delay [expr $clk_period * $clk_io_pct] -clock clk0 $non_clock_inputs
set_output_delay [expr $clk_period * $clk_io_pct] -clock clk0 [all_outputs]
==> reports/results.tsv <==
metric	value	unit
route.detailed.drc	0	
diodes	0	
tightest_slew	785.2	ps
cellPowerDensity	22.53	nW/µm²
whs_path_cells	3	
total_congestion_overflow_after_global_routing	0	
crit_path_max_fanout	4	
finalCriticalPeriod	15490	ps
filler_cell_count	1513	
enable_flop_cells	0	
outcome	completed	
wl	21040	µm
yosysUniqueCellTypes	90	
number_of_unconstrained_endpoints	2	
log.warning_count	102	
critical_path_cell_count	16	
syn-cell-area	5959	µm²
setup.worst_path.class	in2out	
detailroute.wirelength.met3	1967	µm
postSynthAreaPerCell	6.850	µm²
yosys-stat-area	5959	µm²
floorplanUtilization	0.4100	
yosysCellCount	870	
max_freq	0.06455	GHz
grt_first_pass_wirelength	33060	µm
place.detailed.instances	1109	
sequence_of_cells_on_the_critical_path	clkdlybuf4s50_1 -> ha_1 -> inv_1 -> fa_1 -> nand2b_1 -> a21oi_1 -> o221a_1 -> o22ai_1 -> or4_1 -> or3_1 -> or4_1 -> nor4_1 -> nand4b_1 -> nand4bb_1 -> nor4_2 -> clkdlybuf4s50_1	
die_area	15390	µm²
detail_route.wirelength.met1	9424	µm
post_synth_main_area_contributors	ha_1 21%, inv_1 6.1%, xnor2_1 5.3%, a21oi_1 5.2%, nor2_1 4.0%	
groute.usage.overall	0.2765	
yosys_register_bits	1	
place_hpwl	16350	µm
initial_antenna_violation_count	0	
numPortBuffers	101	
drt-vias-per-instance	6.241	
timing.critical_path.required	21440	ps
endpoint_kind	output pin	
crit_path_start_kind	input pin	
synth-async-reset-ratio	0	
number_of_buffers_inserted_to_repair_setup_after_cts	0	
top_layer	met4	
timing.final.max_slew_violations	0	
std_cell_rows	44	
ioPinCount	101	
die_h	124.1	µm
finalWeightedCongestion	0.9949	
timing.hold.worst.class	in2out	
unrepaired_setup_endpoints_after_global_routing	no	
synthesis.yosys.warnings	1	
final_min_period_over_clock_period	0.5780	
power.ir.vdd_worst	0.009374	mV
slew_headroom	0.4682	
die-width	124.1	µm
top_area_frac	0.2142	
grt_max_degree	43	
met2_length	9263	µm
unclocked_regs	1	
cp_data_arrival_time	10130	ps
grt_pass1_vias	6110	
drt-wirelength-per-cell	18.97	µm
timing.setup.tns	0	ps
netlist_instances	870	
drtIter0Drc	802	
postCtsHoldBufs	0	
synthFlopType	dlxtn_1	
areaGrowthSynthToFinish	17.80	%
timing.final.hold_violations	0	
setup_viol_count_final	0	
vias	6921	
synth.top_cells.by_count	102 x ha_1, 97 x inv_1, 64 x nor2_1, 62 x a21oi_1, 46 x nand2_1	
drive_above_1_share	0.04865	
power.leakage	3.012	nW
cp_slowest_stage_delay	580	ps
cts_resized	0	
number_of_maximum_capacitance_violations	0	
largest_register_ffs	1	
layoutNonFillerInstCount	1109	
worst_path_cell_with_the_longest_stage_delay	or4_1	
cp_top_family	simple AND/OR/NAND/NOR gates	
yosysMostFrequentCell	ha_1	
largest_area_cell	ha_1	
cp.buffers_inverters	3	
ant_nets	0	
drt_pre_antenna_iters	6	
coreArea	14530	µm²
layout by cell type, fill, tap and decap left out, drive strengths merged, types with 11 or more instances in the layout:
| master | count |
|---|---|
| a211oi | 12 |
| a21o | 11 |
| a21oi | 62 |
| a221oi | 17 |
| a22oi | 25 |
| a31oi | 11 |
| clkdlybuf4s50 | 100 |
| ha | 102 |
| inv | 98 |
| nand2 | 46 |
| nand2b | 18 |
| nand3 | 20 |
| nand4 | 11 |
| nor2 | 65 |
| nor3 | 20 |
| nor4 | 18 |
| o21ai | 39 |
| o22ai | 17 |
| o31ai | 19 |
| xnor2 | 36 |
layer usage:
layer,GRT usage,up-vias
met1,0.4100,3195
met2,0.4306,344
met3,0.03692,41
met5,0,-
met4,0.04241,0
li1,-,3341
report_power, final:
part           switching [W]  internal [W]  leakage [nW]
Clock                      0             0             0
Combinational      0.0000889     0.0000689          3.00
Sequential      0.0000000320   0.000000263       0.00787
Total              0.0000889     0.0000692          3.01
cells by family after synthesis:
kind of cell | after synthesis | share of synthesized area
compound gates | 314 | 0.3811
simple gates | 256 | 0.2310
buf+inv | 155 | 0.1046
fa+ha+maj | 104 | 0.2209
xor+xnor | 36 | 0.05291
mux | 4 | 0.007138
latches | 1 | 0.002519
path summary, 6_finish.rpt:
kind / from / to / slack, ps
hold / removal: mod[1] / out[13] / 11760
setup / recovery: b[0] / zero / 11310
through the flow:
| stage | area (µm²) | util | total power, W | hold WS [ps] | setup slack [ps] |
|---|---|---|---|---|---|
| 2_1_floorplan | 5959 | - | 0.00009785 | 10830 | 12970 |
| 3_3_place_gp | 7020 | 0.4830 | 0.0001564 | 11750 | 11300 |
| 4_1_cts | 7020 | 0.4830 | 0.0001559 | 11740 | 11300 |
| 3_5_place_dp | 7020 | 0.4830 | 0.0001550 | 11730 | 11320 |
| 5_1_grt | 7020 | 0.4830 | 0.0001731 | 11800 | 11030 |
| 6_report | 7020 | 0.4830 | 0.0001581 | 11760 | 11310 |
final cells by class:
cell class,instances,area (µm²),area share
Multi-Input combinational cell,714,5326,0.7587
Timing Repair Buffer,110,1074,0.1529
Sequential cell,1,15.01,0.002139
Inverter,100,375.4,0.05347
Tap cell,184,230.2,0.03279
Power figures rest on the tool's default switching activity, not on a simulated workload.
