`./design.v`:
```
`timescale 1ns/1ps
module EXMA (
    input clk,
    input [31:0] NPC3in,
    output reg [31:0] NPC3out,
    input [31:0] NPC2in,
    output reg [31:0] NPC2out,
    input Flagin,
    input [31:0] Rtin,
    input [31:0] ALUOutin,
    input [31:0] IRin,
    output reg Flagout,
    output reg [31:0] Rtout,
    output reg [31:0] ALUOutout,
    output reg [31:0] IRout
);
    reg [31:0] NPC3;
    reg [31:0] NPC2;
    reg [31:0] Rt;
    reg [31:0] ALUOut;
    reg [31:0] IR;
    reg Flag;
    always @(posedge clk) begin
        NPC3 <= NPC3in;
        NPC3out <= NPC3;
        NPC2 <= NPC2in;
        NPC2out <= NPC2;
        Rt <= Rtin;
        Rtout <= Rt;
        ALUOut <= ALUOutin;
        ALUOutout <= ALUOut;
        IR <= IRin;
        IRout <= IR;
        Flag <= Flagin;
        Flagout <= Flag;
    end
endmodule
```
`./run.sh`:
```
#!/bin/bash
# OpenROAD 26Q1-2900-gdf79404cd8, Yosys 0.63+post, stock flow scripts
make -C /OpenROAD-flow-scripts/flow DESIGN_CONFIG=/design/flow/config.mk WORK_HOME=/design/flow/orfs finish
```
`./config.mk`:
```
export PLATFORM = sky130hd
export DESIGN_NAME = EXMA
export DESIGN_NICKNAME = EXMA
export VERILOG_FILES = /design/flow/design.v
export SDC_FILE = /design/flow/constraint.sdc
export NUM_CORES = 4
export LEC_CHECK = 1
export CORE_AREA = 10 10 207 207
export DIE_AREA = 0 0 217 217
```
`./constraint.sdc`:
```
current_design EXMA

set clk_period 1.0
set clk_io_pct 0.2

create_clock -name clk0 -period $clk_period [get_ports {clk}]

set non_clock_inputs [all_inputs -no_clocks]
set_input_delay [expr $clk_period * $clk_io_pct] -clock clk0 $non_clock_inputs
set_output_delay [expr $clk_period * $clk_io_pct] -clock clk0 [all_outputs]
```
==> impl_metrics.yaml <==
# synthesis and place-and-route metrics
status:
  status: "finished, violations left"
  violations: "setup timing"
timing:
  fmax_mhz: 838.3
  fin_crit_sh: 1.193
  rsz0062_at_grt: "true"
  relSlewSlack: 0.9053
  period_minus_slack_ps: 1193
  clock_skew_ps: 13.37
  worstMarginPinSlew_ps: 141.9
  fin_ws_ps: -192.9
  hold_viol: 0
  slew_viol_final: 0
  finalSetupTns_ps: -21650
  setup_viol: 161
final_layout:
  fillers: 3943
  drive_above_1_share: 0.3893
  logic_area_um2: 0
  multi_input_comb_cells: 0
  syn_to_final_growth_pct: 69.39
detailed_routing:
  finalWirelength_um: 18460
  wl_per_cell_um: 15.05
  drtIter0Drc: 129
  routed_via_density: 2.859
  vias: 3508
  insertedDiodeCount: 0
  drc: 0
  ant_nets: 0
  dr.pass1.iters: 4
clock_tree:
  insertion_delay_ps: 530
  cts_setup_buffers: 0
  cts.sinks: 322
  h-tree-depth: 2
  cts_hold_buf: 0
  cts_buffers: 36
  cts_tree: "built"
  clk_pin_slew_worst_paths_ps: 60
  clock-root-buffer: "clkbuf_16"
  cts_buffer_depth: 3
die:
  coreArea_um2: 38560
  rows: 72
  die-area_um2: 47090
  die_w_um: 217
  io-pin-count: 323
  fp_util: 0.1672
  die_y_um: 217
synthesis:
  yosys_area_um2: 6446
  ys_cells: 322
  ys_seq_frac: 1.000
  synth_area_um2: 6446
  ys_types: 1
  synth_cells: 322
  synth-seq-cells: 322
  synth_area_per_cell_um2: 20.02
  ys_warn_count: 1
global_route:
  grt_pass1_vias: 3692
  overflow: 0
  grt_max_degree: 16
  track_usage: 0.07547
  grt_pass1_wl_um: 25890
  antenna_found_initial: 1
worst_setup_path:
  critPathSlowestCell: "dfxtp_2"
  critical_path.top_delay_family: "flip-flops"
  worst_setup_path_end_kind: "output port"
  worst-path-stages: 1
  rrSetupSlack_ps: 520
  path_cells: "buf_2"
  cp.arrival_ps: 990
  max_stage_delay_ps: 350
  path_class: "register to output port"
  crit_required_ps: 800
  crit_fanout: 1
  cp-start-kind: "register"
  path_buffers: 1
  rr_worst_depth: 0
power:
  vdd.ir_drop.worst_mv: 1.224
  power_uw: 28220
  powerDensity_nw_per_um2: 2584
  leakage_uw: 0.004611
worst_hold_path:
  hold_path.class: "input port to register"
  holdPathStages: 1
place:
  portBuffers: 322
  post-dp-hpwl_um: 13550
  gp_congestion: 0.7441
job:
  warnings: 27
  max_cap_viol_count: 0
-- layer usage --
layer  part of all wire  track usage  routed length, um
met4              0.024      0.02284                450
met3               0.15      0.04847               2692
met2               0.45       0.1154               8391
met1               0.38      0.08549               6926
met5                  0            0                  0
-- state kept, by name, summed over array words and instances, names as in the netlist, 32 cells and up --
signal	cells
NPC2out	32
IR	32
ALUOut	32
NPC3out	32
Rtout	32
NPC2	32
ALUOutout	32
NPC3	32
IRout	32
Rt	32
-- where the power goes --
group	switching (uW)	internal, uW	total [uW]
clock network	5400	8130	13500
logic	185	787	971
registers	170	13500	13700
-- cell type report --
type                    instances  area, um2  share of cell area
clock buffers                  46       1021             0.09350
well taps                     518      648.1             0.05936
repair buffers                322       2511              0.2300
flip-flops and latches        322       6514              0.5965
clock inverters                19      225.2             0.02063
-- per-stage QoR --
step	cells	setup WS (ps)	hold slack, ps	utilization	instance area (um2)
after detailed placement	1162	-78.58	312.1	0.2676	10320
final	1227	-192.9	107.0	0.2832	10920
after CTS	1227	-252.6	56.70	0.2820	10870
after floorplan	322	538.5	227.7	-	6446
after global placement	1162	-70.41	309.8	0.2676	10320
after global routing	1227	-254.0	64.63	0.2832	10920
-- logic make-up after synthesis --
family | count (synthesis) | synth area share
flops | 322 | 1.000
-- worst paths after layout --
path                         start           endpoint
setup / recovery  IRout[7]$_DFF_P_           IRout[7]
hold reg to reg     IR[31]$_DFF_P_  IRout[31]$_DFF_P_
setup reg to reg     Rt[2]$_DFF_P_   Rtout[2]$_DFF_P_
hold / removal            Rtin[21]     Rt[21]$_DFF_P_
-- synth_stat cells --
master / count / area (um2)
dfxtp_1: 322 / 6446
-- cells in the final DEF, fill, tap and decap left out, drive strengths merged --
cell type | netlist | layout
clkinvlp | 0 | 4
dfxtp | 322 | 322
inv | 0 | 5
clkdlybuf4s50 | 0 | 161
bufinv | 0 | 3
buf | 0 | 161
clkbuf | 0 | 46
clkinv | 0 | 7
-- timing repair --
| action | 4_1_cts | 5_1_grt |
|---|---|---|
| resized | 590 | 16 |
| endpoints found under the setup margin | 161 | 161 |
| cloned | 0 | 0 |
No activity file was given, so power comes from the tool's default toggle rates.
